<file path="/design/flow/config.mk">
export PLATFORM = sky130hd
export DESIGN_NAME = alu
export DESIGN_NICKNAME = alu
export VERILOG_FILES = /design/flow/design.v
export SDC_FILE = /design/flow/constraint.sdc
export NUM_CORES = 4
export LEC_CHECK = 1
export CORE_UTILIZATION = 40
</file>
<file path="/design/flow/constraint.sdc">
current_design alu

set clk_period 20.6
set clk_io_pct 0.2

create_clock -name clk0 -period $clk_period

set non_clock_inputs [all_inputs -no_clocks]
set_input_delay [expr $clk_period * $clk_io_pct] -clock clk0 $non_clock_inputs
set_output_delay [expr $clk_period * $clk_io_pct] -clock clk0 [all_outputs]
</file>
<file path="/design/flow/design.v">
module alu #(parameter N=32)(
		input logic [N-1:0] A, B, 
		input logic [2:0] F, 
		output logic [N-1:0] Y, 
		output logic zero);
	logic [N-1:0] X, X_ext, XORI, approximate, X11_output;
	wire [N-1:0] newB, AB, A_or_B;
	mux2_1 newB_mux(B, ~B, F[2], newB);
	and_32 allands(A, newB, AB);
	or_32 allors(A, newB, A_or_B);
	add_sub_slt thingy(A, newB, F[2], X, OF);
	assign X_ext = {31'h00000000, X[N-1]}; 
    assign XORI = A ^ newB;
	mux2_1 #(32) slt_or_xori(XORI, X_ext, F[2], X11_output);   
	mux4_1 finalOut(AB, A_or_B, X, X11_output, F[1:0], Y);
	wide_or zeroz(Y, zero);
endmodule
module add_sub_slt #(parameter N=32)(
		input logic [N-1:0] A, B, 
		input logic F2, 
		output logic [N-1:0] Y,
		output logic OF);
	logic [N-1:0]temp;
	wire Cout, eq, gt, slt;
	adder_32_b operation(A, B, F2, Y, Cout, OF);
	comparator_32_b slt_finder(A, B, eq, slt, gt);
endmodule
module adder_32_b #(parameter N=32)
		(input logic [N-1:0] A, B, 
		input logic Cin,
		output logic [N-1:0] S, 
		output logic Cout, OF);
	logic [31:0] w;
	one_b_FA m0(A[0], B[0], Cin, S[0], w[0]);
	genvar i;
    generate
        for (i = 1; i < N; i = i + 1)
            begin : FA_chain
                one_b_FA mX(A[i], B[i], w[i-1], S[i], w[i]);
            end  
    endgenerate
	assign OF = w[30] ^ w[31];
endmodule
module and_32 #(parameter N=32)(
       input logic [N-1:0] A, B,
       output logic [N-1:0] Y);
    assign Y = (A & B);
endmodule
module apm #(parameter N=32)(
		input logic [N-1:0] A, B, 
		output logic [N-1:0] Y);
    logic [(N/2):0] map_Y;
    logic [1:0] two_s0, two_s1, two_s2;
    logic [2:0] three_s0;
    logic [3:0] four_s0;
    wire [5:0] S; 
    wire [10:0] Cout;
    logic const_zero;
    assign const_zero = 0;
    genvar i;
    generate
        for (i = 0; i < (N/2) + 1; i = i + 1)
            begin : map_chain
                map chain(A[i+15:i], B, map_Y[i]);
            end
        for (i = 0; i < 5; i = i + 1)
            begin : adder_chain
                one_b_FA chain(map_Y[3*i], map_Y[3*i+1], map_Y[3*i+2], S[i], Cout[i]);
            end   
    endgenerate
    one_b_FA one5(map_Y[15], map_Y[16], const_zero, S[5], Cout[5]);
    two_b_FA two0({Cout[0], S[0]}, {Cout[1], S[1]}, const_zero, two_s0, Cout[6]);
    two_b_FA two1({Cout[2], S[2]}, {Cout[3], S[3]}, const_zero, two_s1, Cout[7]);
    two_b_FA two2({Cout[4], S[4]}, {Cout[5], S[5]}, const_zero, two_s2, Cout[8]);
    three_b_FA three0({Cout[6], two_s0}, {Cout[7], two_s1}, const_zero, three_s0, Cout[9]);
    four_b_FA four0({Cout[9], three_s0}, {const_zero, Cout[8], two_s2}, const_zero, four_s0, Cout[10]);
    assign Y = {map_Y[16:0], 10'b0000000000, Cout[10], four_s0};
endmodule
module comparator_32_b #(parameter N=32)(
		input logic [N-1:0] A, B,
		output logic eq, lt, gt);
	assign eq = (A == B); 
	assign lt = (A < B); 
	assign gt = (A > B); 
endmodule
module comparator_u32 #(parameter N=32)(     
		input logic unsigned [N-1:0] A, B,
		output logic eq, lt, gt);
	assign eq = (A == B); 
	assign lt = (A < B); 
	assign gt = (A > B); 
endmodule
module four_b_FA #(parameter N=4)(
		input logic [N-1:0] A, B,
        input logic Cin,
		output logic [N-1:0] S, 
        output logic Cout);
	logic [N:0] w_Carry;
    assign w_Carry[0] = Cin;
    genvar i;
    generate
        for (i = 0; i < N; i=i+1)
            begin : adderChain
                one_b_FA chain(A[i], B[i], w_Carry[i], S[i], w_Carry[i+1]);
            end
    endgenerate
    assign Cout = w_Carry[N];
endmodule
module map #(parameter N=32)(
		input logic [(N/2)-1:0] A,
        input logic [N-1:0] B,
		output logic Y);
    logic [(N/2)-1:0] xnor_out, mux_out, B_pattern, B_rule;
    wire const_one = 1;
    assign B_pattern = {B[((N/2)-1):0]};
    assign B_rule = {B[N-1:(N/2)]};
    genvar i;
    generate
        for (i = 0; i < (N/2); i = i + 1)
            begin : xnor_chain
                assign xnor_out[i] = ~(A[i] ^ B_pattern[i]);
                mux2_1_1b dontCare(xnor_out[i], const_one, B_rule[i], mux_out[i]);
            end
    endgenerate
    assign Y = (&mux_out);
endmodule
module mux2_1 #(parameter N=32)
		(input logic [N-1:0] a0, a1, 
		input logic s,
        output [N-1:0] Y);
    assign Y = s ? a1 : a0;
endmodule
module mux2_1_1b #(parameter N=32)
		(input logic a0, a1, 
		input logic s,
        output Y);
    assign Y = s ? a1 : a0;
endmodule
module mux4_1 #(parameter N=32)
		(input logic [N-1:0] A, B, C, D,
		input logic [1:0] S,
		output logic [N-1:0] Y);
	always_comb
		begin
			case(S)
				2'b00: Y = A;
				2'b01: Y = B;
				2'b10: Y = C;
				2'b11: Y = D;
			endcase
		end
endmodule
module one_b_FA(
		input logic A, B, Cin,
		output logic S, Cout);
	logic xor_ab, cab, and_ab;
	assign xor_ab = A ^ B;
	assign cab = Cin & xor_ab;
	assign and_ab = A & B;
	assign S = xor_ab ^ Cin;
	assign Cout = cab ^ and_ab;
endmodule
module or_32 #(parameter N=32)(
       input logic [N-1:0] A, B,
       output logic [N-1:0] Y);
    assign Y = (A | B);
endmodule
module or_bitwise #(parameter N = 32)
		(input logic [N-1:0] A, B,
		output logic [N-1:0] Y,
		output logic Z);
	assign Y = A | B;
	assign Z = ~(|Y);
endmodule
module three_b_FA #(parameter N=3)(
		input logic [N-1:0] A, B,
        input logic Cin,
		output logic [N-1:0] S, 
        output logic Cout);
	logic [N:0] w_Carry;
    assign w_Carry[0] = Cin;
    genvar i;
    generate
        for (i = 0; i < N; i=i+1)
            begin : adderChain
                one_b_FA chain(A[i], B[i], w_Carry[i], S[i], w_Carry[i+1]);
            end
    endgenerate
    assign Cout = w_Carry[N];
endmodule
module two_b_FA #(parameter N=2)(
		input logic [N-1:0] A, B, 
        input logic Cin,
		output logic [N-1:0] S, 
        output logic Cout);
    logic [N:0] w_Carry;
    assign w_Carry[0] = Cin;
    genvar i;
    generate
        for (i = 0; i < N; i=i+1)
            begin : adderChain
                one_b_FA chain(A[i], B[i], w_Carry[i], S[i], w_Carry[i+1]);
            end
    endgenerate
    assign Cout = w_Carry[N];
endmodule
module wide_or #(parameter N=32)(
       input logic [N-1:0] X,
       output logic Y);
    assign Y = ~(|X);
endmodule
</file>
<file path="/design/flow/run.sh">
#!/bin/bash
# OpenROAD 26Q1-2900-gdf79404cd8, Yosys 0.63+post, stock flow scripts
make -C /OpenROAD-flow-scripts/flow DESIGN_CONFIG=/design/flow/config.mk WORK_HOME=/design/flow/orfs finish
</file>
==> flow_summary_export.csv <==
group,metric,value,unit
timing,maxSlewViolCount,0,
job,warning_count,67,
power,power_frac_comb,100.0,%
timing,whs,9.10,ns
worst_setup_path,crit_path_top_delay_cell,"mux4_2",
routing,dr.pass1.iters,4,
synthesis,topCellsByArea,"ha_1 (25%), fa_1 (19%), xor2_1 (9.0%)",
synthesis,syn_avg_cell_area,8.07,sq um
timing,tightestPinTransition,0.707,ns
worst_setup_path,path_max_fanout,4,
power,p_leak,2.17,nW
routing,wl_per_cell,14.8,um
routing,antenna_cells,0,
power,peakVddDrop,13.0,uV
synthesis,postSynthCellCount,398,
status,outcome,"finished, violations left",
worst_hold_path,hold_path_class,"in -> out",
placement,place.gp.congestion,0.860,
floorplan,placementRows,32,
floorplan,dieArea,8390,sq um
synthesis,synth_seq_share,0,%
worst_setup_path,cp.required,16.48,ns
job,cap_violations,0,
floorplan,die_h,91.6,um
routing,drtIter0Drc,98,
power,power_density,30.2,nW/um^2
worst_setup_path,cpMostUsedCell,"fa_2",
timing,rsz0062_at_grt,"true",
power,power,0.140,mW
cells_and_area,final_area,4620,sq um
cells_and_area,lay_top_count,"clkdlybuf4s50_1",
floorplan,fp_util,41.5,%
synthesis,yosysCellCount,398,
grt,grt_max_degree,68,
grt,track_usage,22.8,%
cts,hold_buffers,0,
worst_setup_path,start_kind,"input pin",
timing,period_needed,21.39,ns
floorplan,coreArea,7730,sq um
timing,fin_crit_sh,104,%
cells_and_area,lay_top_cells,"clkdlybuf4s50_1 (89), inv_1 (66), ha_1 (64), xor2_1 (32), buf_4 (31)",
worst_setup_path,cp_data_arrival_time,17.27,ns
cells_and_area,fill_cells,680,
power,switching_share,45.6,%
routing,ant_nets,0,
cells_and_area,seq_area,0,sq um
timing,slew_headroom,52.8,%
floorplan,pin_count,100,
grt,grt_pass1_vias,3045,
routing,drcViolationCount,0,
cells_and_area,n_clock_buffer,0,
power,clockPowerShare,0,%
synthesis,synth.top_cell.area_share,24.9,%
synthesis,yosys.area.top_type,"ha_1",
grt,grt-ovfl-total,0,
timing,fin_ws,-0.791,ns
grt,grt_pass1_wl,14900,um
worst_setup_path,end_kind,"primary output",
placement,portBuffers,100,
routing,viasPerCell,4.96,
synthesis,synthDistinctLibCells,44,
placement,place_area,4510,sq um
worst_setup_path,critPathKind,"in -> out",
timing,setup_violations,3,
cells_and_area,nFlopsAndLatches,0,
synthesis,ys_warn_count,2,
timing,hold_viol,0,
power,sequentialPowerShare,0,%
routing,drt-total-wl,9030,um
routing,vias,3030,
synthesis,netlist_area,3210,sq um
power,p_int,0.0761,mW
placement,dp_hpwl,7190,um
floorplan,die_x,91.6,um
cells_and_area,syn2layout_area_growth,44.0,%
cells_and_area,drive_gt1_share,17.7,%
cells_and_area,comb_area,3000,sq um
synthesis,ys_area,3210,sq um
placement,pre_cts_ws,-1.77,ns
worst_setup_path,max_stage_delay,0.49,ns
timing,max_clock_freq,0.0467,GHz
grt,antenna_found_initial,0,
power,p_sw,0.0637,mW
status,violations,"setup timing",
cell usage after synthesis, types with 2 or more instances:
cell       n
xor2_1    33
nand2b_1   3
o21ai_0   16
inv_1     67
o21ai_1   14
a22oi_1    2
and3b_1   10
nor2b_1    3
nor4_1     4
buf_2      7
buf_1      3
nor3_1     2
a21oi_1   21
o21a_1    20
nand4_1    2
clkbuf_1  12
nand3_1    2
ha_1      64
mux2i_1    6
nor2_1    28
fa_1      30
a221oi_1   4
o22a_1    10
nand2_1    4
a22o_1     3
a211oi_1   7
a31oi_1    4
worst max-delay path, delay by kind of cell:
family                   cells  cell delay (ns)
AND/OR/NAND/NOR              1             0.19
multiplexers                 2             0.74
buffers and inverters        3             0.32
AND-OR/OR-AND                2             0.44
XOR/XNOR                     2             0.24
adder cells (fa/ha/maj)     30            11.19
metal layers:
| layer | routed length [um] | GRT usage, % |
|---|---|---|
| met2 | 4150 | 37.0 |
| met3 | 424 | 2.13 |
| met1 | 4410 | 35.1 |
| met4 | 45 | 1.06 |
| met5 | 0 | 0 |
power by group through the flow:
stage / clock, mW / combinational [mW] / sequential (mW)
finish: 0 / 0.140 / 0
CTS: 0 / 0.139 / 0
global route: 0 / 0.158 / 0
through the flow:
| stage | TNS [ns] | cells | util (%) |
|---|---|---|---|
| floorplan | -0.552 | 398 | - |
| global placement | -4.32 | 605 | 58.4 |
| detailed placement | -4.76 | 605 | 58.4 |
| CTS | -1.59 | 608 | 59.3 |
| global route | -3.06 | 611 | 59.8 |
| finish | -1.40 | 611 | 59.8 |
worst paths after layout:
path	start	endpoint	slack, ns	cells after the start
min	F[2]	zero	9.10	9
max	F[2]	zero	-0.79	40
logic make-up (layout without fill, tap and decap cells):
logic type               after synthesis  after routing  share of synthesized area (%)
XOR/XNOR                              34             34                           9.28
multiplexers                           9              9                           3.27
adder cells (fa/ha/maj)               94             94                           43.6
AND-OR/OR-AND                        106            106                           21.7
AND/OR/NAND/NOR                       64             64                           11.0
buffers and inverters                 91            202                           11.1
final cells by class:
type                            count  area share, %
Multi-Input combinational cell    307           64.8
Tap cell                          102           2.76
Inverter                           68           5.52
Timing Repair Buffer              134           26.9
timing repair:
item / 4_1_cts / 5_1_grt
pin swaps: 7 / 2
hold endpoints to repair: 0 / 0
setup endpoints to repair: 6 / 6
buffers inserted: 4 / 3
gates resized: 45 / 7
No activity file was given, so power comes from the tool's default toggle rates.
