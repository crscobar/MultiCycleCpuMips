--- config.mk ---
export PLATFORM = sky130hd
export DESIGN_NAME = regfile
export DESIGN_NICKNAME = regfile
export VERILOG_FILES = /design/flow/design.v
export SDC_FILE = /design/flow/constraint.sdc
export NUM_CORES = 4
export LEC_CHECK = 1
export CORE_UTILIZATION = 40
--- constraint.sdc ---
current_design regfile

set clk_period 5.9
set clk_io_pct 0.2

create_clock -name clk0 -period $clk_period [get_ports {clk}]

set non_clock_inputs [all_inputs -no_clocks]
set_input_delay [expr $clk_period * $clk_io_pct] -clock clk0 $non_clock_inputs
set_output_delay [expr $clk_period * $clk_io_pct] -clock clk0 [all_outputs]
--- design.v ---
module regfile(
		input  logic        clk, we3, 
		input  logic [4:0]  ra1, ra2, wa3, 
		input  logic [31:0] wd3, 
		output logic [31:0] rd1, rd2);
  	logic [31:0] rf[31:0];
  	always_ff @(posedge clk)
    	if (we3) rf[wa3] <= wd3;	
 	assign rd1 = (ra1 != 0) ? rf[ra1] : 0;
  	assign rd2 = (ra2 != 0) ? rf[ra2] : 0;
endmodule
module adder(
		input  logic [31:0] a, b,
        output logic [31:0] y);
  	assign y = a + b;
endmodule
module sl2(
		input  logic [31:0] a,
        output logic [31:0] y);
  	assign y = {a[29:0], 2'b00}; 		 
endmodule
module signext(
		input  logic [15:0] a,
        output logic [31:0] y);
  	assign y = {{16{a[15]}}, a};
endmodule
module jumpext(
		input logic [3:0] PC, 
		input logic [25:0] instr,
		output logic [31:0] y);
  	assign y = {PC, instr[25:0], 2'b00};
endmodule
module flopr #(parameter WIDTH = 8)(
		input  logic             clk, reset,
        input  logic [WIDTH-1:0] d, 
        output logic [WIDTH-1:0] q);
  	always_ff @(posedge clk, posedge reset)
    	if (reset) q <= 0;
    	else       q <= d;
endmodule
module flopenr #(parameter WIDTH = 8)(
		input  logic             clk, reset, en,
		input  logic [WIDTH-1:0] d, 
		output logic [WIDTH-1:0] q);
  	always_ff @(posedge clk, posedge reset)
    	if      (reset) q <= 0;
    	else if (en)    q <= d;
endmodule
module mux2 #(parameter WIDTH = 8)(
		input  logic [WIDTH-1:0] d0, d1, 
		input  logic             s, 
		output logic [WIDTH-1:0] y);
  	assign y = s ? d1 : d0; 
endmodule
--- run.sh ---
#!/bin/bash
# OpenROAD 26Q1-2900-gdf79404cd8, Yosys 0.63+post, stock flow scripts
make -C /OpenROAD-flow-scripts/flow DESIGN_CONFIG=/design/flow/config.mk WORK_HOME=/design/flow/orfs finish
==> results_tabular.tex <==
% Yosys + OpenROAD metrics
\begin{tabular}{lr}
\hline
Metric & Value \\
\hline
\multicolumn{2}{l}{\textbf{Clocking}} \\
\quad Number of buffers between clock root and the deepest sink & 3 \\
\quad Htree depth & 3 \\
\quad Clock transition at the register clock pins on the worst setup and hold paths after CTS & 60 ps \\
\quad Root Buffer & sky130\_fd\_sc\_hd\_\_clkbuf\_16 \\
\quad TritonCTS Buffers & 105 \\
\quad Post-CTS setup buffer count & 0 \\
\quad PostCTS Resize Cnt & 0 \\
\quad Post-CTS Hold Buffers & 0 \\
\quad Clock tree sinks & 1024 \\
\quad Clock tree from TritonCTS & built \\
\multicolumn{2}{l}{\textbf{Drt}} \\
\quad Routed wire length per instance & 35.3 um \\
\quad Number of iterations in the first detailed-routing pass & 5 \\
\quad Total routed wirelength & 149000 um \\
\quad DR DRC count & 0 \\
\quad Detailed router's first-iteration violation count & 1599 \\
\quad Number of routed nets with antenna violations & 0 \\
\quad Overall via count from detail\_route & 26900 \\
\quad Per-cell via count in the routed design & 6.39 \\
\multicolumn{2}{l}{\textbf{Critical path}} \\
\quad Critical path start-end classification & primary input to primary output \\
\quad Critical path data arrival time & 4480 ps \\
\quad Critical path peak fanout & 31 \\
\quad CP Data Required Time & 4720 ps \\
\quad Critical path capture point type & primary output \\
\quad CP startpoint kind & primary input \\
\multicolumn{2}{l}{\textbf{Final timing}} \\
\quad Peak clock frequency supported by timing & 177 MHz \\
\quad Slew of the pin with the lowest slew margin & 1020 ps \\
\quad Tightest slew margin relative to the limit & 31.9\% \\
\quad Post-layout period usage & 96.0\% \\
\quad Final Hold Fails & 0 \\
\quad Setup\_tns & 0 ps \\
\quad Setup violations, final & 0 \\
\quad Minimum hold slack & 1330 ps \\
\quad Post-layout min period & 5660 ps \\
\quad Unrepaired setup endpoints after global routing & no \\
\quad Final tally of max-slew violations & 0 \\
\multicolumn{2}{l}{\textbf{Pwr}} \\
\quad Static power due to leakage & 17.5 nW \\
\quad Sequential Power Share & 49.7\% \\
\quad Clock network fraction of design power & 40.9\% \\
\quad Internal Pwr Total & 12.7 mW \\
\quad Worst IR Drop VDD & 236 uV \\
\quad Switching power & 3.70 mW \\
\quad Power density relative to cell area & 301 nW/um\^{}2 \\
\quad Logic gate share of total power & 9.4\% \\
\quad Switching share of power & 22.6\% \\
\multicolumn{2}{l}{\textbf{Synthesis}} \\
\quad Yosys stat chip area & 47000 um\^{}2 \\
\quad Cell count in the Yosys report & 2400 \\
\quad Comb area leader & multiplexers \\
\quad Share of cell area taken by muxes after synthesis & 24.9\% \\
\quad Most frequent cell after synthesis & sky130\_fd\_sc\_hd\_\_edfxtp\_1 \\
\quad Netlist Area Pre-Place & 47000 um\^{}2 \\
\quad Distinct cells, synth & 40 \\
\quad Synth top cells by count & 1024 x sky130\_fd\_sc\_hd\_\_edfxtp\_1, 425 x sky130\_fd\_sc\_hd\_\_mux4\_2, 183 x sky130\_fd\_sc\_hd\_\_mux2i\_1 \\
\quad Avg Inst Size Synth & 19.6 um\^{}2 \\
\quad Post-synthesis cell type with the largest combined area & sky130\_fd\_sc\_hd\_\_edfxtp\_1 \\
\quad Fraction of synthesized cell area taken by the top area cell type & 65.5\% \\
\quad Adder-cell share of the synthesized area & 0\% \\
\quad Async SR Flop Fraction & 0\% \\
\quad Tally of yosys warning messages & 1 \\
\quad Number of synthesized flops with an enable pin & 1024 \\
\quad Cells after Synth & 2400 \\
\quad Ao+oa area frac & 5.41\% \\
\quad Fraction of the mapped netlist area in simple logic gates & 1.94\% \\
\quad Sequential cell area fraction in the yosys report & 65.5\% \\
\quad Commonest register cell after synthesis & sky130\_fd\_sc\_hd\_\_edfxtp\_1 \\
\quad Xor/xnor share of the synthesized area & 0\% \\
\quad Synth top area cells & sky130\_fd\_sc\_hd\_\_edfxtp\_1 65\%, sky130\_fd\_sc\_hd\_\_mux4\_2 20\%, sky130\_fd\_sc\_hd\_\_mux2i\_1 3.9\% \\
\quad Flop and latch count out of synthesis & 1024 \\
\multicolumn{2}{l}{\textbf{Layout}} \\
\quad Tally of filler cells in the layout & 9377 \\
\quad Largest registers in the final layout & rf x1024 \\
\quad Max reg flops & 1024 \\
\quad Combinational gate area & 15400 um\^{}2 \\
\quad Proportion of layout cells with a drive suffix above 1 & 30.5\% \\
\quad Area growth syn-to-layout & 16.0\% \\
\quad Register with the most flip-flops & rf \\
\quad FF/Latch Area & 30700 um\^{}2 \\
\quad Number of standard cells in the final layout excluding fillers & 4214 \\
\multicolumn{2}{l}{\textbf{Die}} \\
\quad Starting density of the core & 40.4\% \\
\quad Height of the die & 345 um \\
\quad FP Rows & 125 \\
\quad Core area & 116000 um\^{}2 \\
\quad Number of I/O pins & 113 \\
\quad Overall chip area & 119000 um\^{}2 \\
\quad Die X-Extent & 345 um \\
\multicolumn{2}{l}{\textbf{Placed design}} \\
\quad Placer's final routability congestion estimate & 0.905 \\
\quad IO buf count & 112 \\
\quad DPL Wire Length & 92200 um \\
\quad Total placed cells including tap cells & 4015 \\
\multicolumn{2}{l}{\textbf{GRT}} \\
\quad Maximum number of pins on one net before global-route repair & 66 \\
\quad First-pass GRT wire length & 211000 um \\
\quad Overflow after GRT & 0 \\
\quad Tot GR Track Use & 27.7\% \\
\quad Via count of the first global-routing pass & 30500 \\
\quad Antenna violations before repair & 11 \\
\multicolumn{2}{l}{\textbf{Flow run}} \\
\quad Tool Warnings & 26 \\
\quad Max cap viols & 0 \\
\multicolumn{2}{l}{\textbf{Outcome}} \\
\quad Run status & completed \\
\multicolumn{2}{l}{\textbf{Hold path}} \\
\quad Class of the tightest hold or removal check & primary input to flop \\
\hline
\end{tabular}
-- worst paths after layout --
kind / startpoint / to / slack (ps) / depth (start not counted)
worst max-delay path: ra2[3] / rd2[4] / 240 / 8
worst min-delay path: wd3[7] / rf[27][7]$_DFFE_PP_ / 1330 / 2
-- power groups by stage --
stage     sequential (mW)  clock (mW)  combinational, mW
6_report             8.13        6.69               1.55
5_1_grt              8.14        7.04               1.63
4_1_cts              8.13        6.78               1.53
-- critical path, stage by stage --
cell and delay [ps]:
sky130_fd_sc_hd__clkdlybuf4s50_1 750, sky130_fd_sc_hd__or3b_2 220, sky130_fd_sc_hd__buf_4 460, sky130_fd_sc_hd__o22ai_1 170, sky130_fd_sc_hd__a2111oi_0 770, sky130_fd_sc_hd__nor3_1 250, sky130_fd_sc_hd__buf_4 240, sky130_fd_sc_hd__clkdlybuf4s50_1 410
-- cells by family (layout without fill, tap and decap cells) --
| logic type | after synthesis | after routing |
|---|---|---|
| other | 0 | 2 |
| muxes | 632 | 632 |
| DFF | 1024 | 1024 |
| and+or+nand+nor | 187 | 187 |
| AOI/OAI and AO/OA | 331 | 331 |
| buffers and inverters | 226 | 514 |
-- per-stage QoR --
stage                     area [um^2]  utilization (%)  worst slack, ps  power, mW
after floorplan                 47000                -             1970       9.05
after global placement          51000             43.8              319       9.78
after detailed placement        51000             43.8              324       9.80
after CTS                       54500             46.8              312       16.4
after global routing            54500             46.8              166       16.8
final                           54500             46.8              238       16.4
-- routing by layer --
layer	global-route usage [%]	up-vias	part of all wire, %	routed length (um)
met5	2.88	-	0.37	553
met3	25.1	357	21	30600
met4	7.98	31	3.6	5380
met2	39.7	2235	46	68100
li1	-	10900	-	-
met1	29.8	13400	30	44000
-- layout by cell type (no fill, tap or decap), drive strengths merged, types with 55 or more instances in the layout --
cell type / count
mux4: 425
mux2i: 183
clkdlybuf4s50: 105
edfxtp: 1024
o22ai: 55
clkbuf: 125
nand2: 65
buf: 187
a22o: 62
-- area by class of cell --
cell class	count	share of cell area (%)
diodes	2	0.00919
clock buffers	125	5.00
clock inverters	72	1.36
inverters	25	0.177
multi-input cells	1150	28.3
flip-flops and latches	1024	56.4
well taps	1524	3.50
repair buffers	292	5.22
Power and IR drop assume default switching activity.
